**design.v**
```verilog
`timescale 1ns / 1ps
module SRAM (
    input clk,              
    input Reset,            
    input [7:0] Address,    
    input SRAMRead,         
    input SRAMWrite,        
    input [7:0] Datain,     
    output reg [7:0] Dataout  
);
    reg [7:0] datamem [0:255];   
    always @(posedge clk or posedge Reset) begin   
        if (Reset) begin           
            Dataout <= 8'b0;       
        end else begin             
            if (SRAMWrite)         
                datamem[Address] <= Datain;   
            if (SRAMRead)          
                Dataout <= datamem[Address];  
        end
    end
endmodule   
module Stack (
    input clk,              
    input Reset,            
    input StackRead,        
    input StackWrite,       
    input [7:0] Datain,     
    output reg [7:0] Dataout  
);
    reg [7:0] stack_pointer;     
    wire [7:0] sram_dataout;     
    wire [7:0] mux_data_out;     
    SRAM stack_sram (            
        .clk(clk),               
        .Reset(Reset),           
        .Address(stack_pointer),  
        .SRAMRead(StackRead),    
        .SRAMWrite(StackWrite),  
        .Datain(mux_data_out),   
        .Dataout(sram_dataout)   
    );
    MUX4to1_8bit mux_data (      
        .sel({StackWrite, StackRead}),  
        .in0(8'b0),              
        .in1(sram_dataout),      
        .in2(Datain),            
        .in3(8'b0),              
        .out(mux_data_out)       
    );
    always @(posedge clk or posedge Reset) begin   
        if (Reset) begin           
            stack_pointer <= 8'hFF;  
            Dataout <= 8'b0;       
        end else begin             
            if (StackWrite && stack_pointer != 8'h00) begin   
                stack_pointer <= stack_pointer - 1;  
                Dataout <= Datain;       
            end
            if (StackRead && stack_pointer != 8'hFF) begin    
                stack_pointer <= stack_pointer + 1;  
                Dataout <= sram_dataout;  
            end
        end
    end
endmodule   
module ALU (
    input clk,              
    input Reset,            
    input Imm7,             
    input [7:0] Operand1,   
    input [7:0] Operand2,   
    input [4:0] Opcode,     
    input ALUSave,          
    input ZflagSave,        
    input CflagSave,        
    output reg Zflag,       
    output reg Cflag,       
    output reg [7:0] ALUout  
);
    reg [8:0] temp_result;   
    always @(posedge clk or posedge Reset) begin   
        if (Reset) begin           
            ALUout <= 8'b0;        
            Zflag <= 1'b0;         
            Cflag <= 1'b0;         
        end else if (ALUSave) begin   
            case (Opcode)          
                5'b00000: begin    
                    temp_result = Operand1 + (Imm7 ? {7'b0, Operand2[0]} : Operand2);  
                    ALUout <= temp_result[7:0];  
                end
                5'b00001: begin    
                    temp_result = Operand1 - (Imm7 ? {7'b0, Operand2[0]} : Operand2);  
                    ALUout <= temp_result[7:0];  
                end
                5'b00010: begin    
                    ALUout <= Operand1 & (Imm7 ? {7'b0, Operand2[0]} : Operand2);  
                    temp_result = {1'b0, ALUout};  
                end
                5'b00011: begin    
                    ALUout <= Operand1 | (Imm7 ? {7'b0, Operand2[0]} : Operand2);  
                    temp_result = {1'b0, ALUout};  
                end
                5'b00100: begin    
                    ALUout <= Operand1 ^ (Imm7 ? {7'b0, Operand2[0]} : Operand2);  
                    temp_result = {1'b0, ALUout};  
                end
                default: begin     
                    ALUout <= 8'b0;        
                    temp_result = 9'b0;    
                end
            endcase
            if (ZflagSave)         
                Zflag <= (temp_result[7:0] == 8'b0);  
            if (CflagSave)         
                Cflag <= temp_result[8];  
        end
    end
endmodule   
module MUX4to1_8bit (
    input [1:0] sel,        
    input [7:0] in0,        
    input [7:0] in1,        
    input [7:0] in2,        
    input [7:0] in3,        
    output reg [7:0] out    
);
    always @(*) begin       
        case (sel)          
            2'b00: out = in0;     
            2'b01: out = in1;     
            2'b10: out = in2;     
            2'b11: out = in3;     
            default: out = in0;   
        endcase
    end
endmodule   
```
**run.sh**
```bash
#!/bin/bash
# OpenROAD 26Q1-2900-gdf79404cd8, Yosys 0.63+post, stock flow scripts
make -C /OpenROAD-flow-scripts/flow DESIGN_CONFIG=/design/flow/config.mk WORK_HOME=/design/flow/orfs finish
```
**config.mk**
```make
export PLATFORM = sky130hd
export DESIGN_NAME = Stack
export DESIGN_NICKNAME = Stack
export VERILOG_FILES = /design/flow/design.v
export SDC_FILE = /design/flow/constraint.sdc
export NUM_CORES = 4
export LEC_CHECK = 1
export CORE_UTILIZATION = 50
```
**constraint.sdc**
```tcl
current_design Stack

set clk_period 7.6
set clk_io_pct 0.2

create_clock -name clk0 -period $clk_period [get_ports {clk}]

set non_clock_inputs [all_inputs -no_clocks]
set_input_delay [expr $clk_period * $clk_io_pct] -clock clk0 $non_clock_inputs
set_output_delay [expr $clk_period * $clk_io_pct] -clock clk0 [all_outputs]
```
==> changes_impl.md <==
### Physical design

* Leak at 29.4 nW
* Antenna violations before repair at 87
* Starting density of the core at 50.6%
* Count of library flops with an enable pin at 2048
* Hold path depth at 2
* Die Wd at 400 µm
* Commonest Layout Cell: edfxtp_1
* CP delay by family, top: simple AND/OR/NAND/NOR gates
* Ys cells at 4841
* CTS tree: built
* Clock Sink Count at 2072
* Layout cell share with drive strength beyond 1 at between 10% and 20%
* Actual slew at the worst max-slew pin at 1.64 ns
* Tmin final at ~7.1 ns
* Critical path's slowest cell: a32oi_1
* Critical path buffers and inverters at 4
* Total track usage at 72.6%
* Clock transition at path regs at roughly 0.060 ns
* Root Driver: clkbuf_16
* DRT iter0 DRCs at about 11000
* Async SR Flop Fraction at 1.16%
* Ys flop type: edfxtp_1
* Ys Warns at 4
* Dpl hpwl at 343000 µm
* Drt total wl at between 500000 and 600000 µm
* Reg2reg end: stack_sram.Dataout[3]
* Failing checks: max-capacitance violations, max-slew violations
* Min-Delay Path Class: register to register
* GP Congestion at 1.27
* Fmax at 0.141 GHz
* Yosys Chip Area at between 70000 and 80000 µm²
* Crit start category: register
* Avg Inst Size Synth at around 16 µm²
* Dpl cell area at approximately 86000 µm²
* Slew HR at -9.41%
* Reg2reg start: stack_pointer[2]
* Grt total ovfl at 0
* Peak VDD IR at 0.304 mV
* Crit path DAT at 7.79 ns
* Port-buffer cells at 19
* Crit-path max cell delay at 1.22 ns
* Fin. Hold Viols at 0
* R2r setup slk at 0.53 ns
* Cell mode on critical path: buf_4
* OpenROAD warning count at 71
* Cells after Synth at a little under 5000
* Design area at ~93000 µm²
* DR vias at 68299
* Clock latency on the worst-skew pair at around 0.9 ns
* ANT nets after route at 0
* Post-CTS resize count at 0
* Number of remaining DRC errors at 0
* Synth Seq Share at 78.4%
* Post-synth regs at 2072
* Area Growth Syn to Fin at 17.3%
* Largest net degree at the start of global routing at 116
* First-pass GRT wire length at about 660000 µm
* Synthesized cell area at 79300 µm²
* Setup TNS at 0 ns
* Layout filler cell count at 11460
* Post-CTS Setup Inserts at 0
* RSZ-0062 raised after global routing: no
* Crit-path max FO at 30
* CTS Hold Bufs at 0
* CTS buffer count at 207
* Vias in the first global route at 65878
* Crit path to: stack_sram.Dataout[3]
* Drt pass-1 iters at 14
* WL per Instance at approximately 67 µm
* Most frequent cells in the layout: edfxtp_1, buf_4, a22oi_1
* Pwr dens at 348 nW/µm²
* Synth unique cells at between 80 and 90
* Worst-case reg-to-reg path depth at 12
* Setup Viol. Count Final at 0
* Crit path kind: register to register
* Clk_skew at 0.0744 ns
* Row cnt at 145
* Worst Setup End Kind: register
* # H-tree levels at 4
* Cell depth of the worst setup path at 12
* Die span in y at 400 µm
* Origin of the worst setup path: stack_pointer[2]
* Crit-path cells: nand3b_1, buf_4, buf_4, nor2_2, buf_4, a32oi_1, nand3_1, nor4_1, buf_4, nand4_1, nor4_1, o21bai_1
* Clk buf depth at 3
* Core footprint at around 160000 µm²
* CP Data Required Time at 8.33 ns
* Final core utilization at approximately three fifths
* Final Cycle Share at 93.0%
* Max Cap Viol at 3
* Full die area at 160000 µm²
* Status: complete, but fails checks
* Max-slew violation count at 20
* Vias per cell at 8.88
* I/O pin count at 20
synth_stat cells, types with 7 or more instances:
| library cell | count | area share [%] |
|---|---|---|
| a221oi_1 | 50 | 0.55 |
| nand2_1 | 102 | 0.48 |
| nand4_1 | 102 | 0.81 |
| and3_1 | 39 | 0.31 |
| a222oi_1 | 61 | 0.77 |
| dfstp_2 | 8 | 0.27 |
| o22ai_1 | 203 | 1.6 |
| buf_4 | 11 | 0.10 |
| edfxtp_1 | 2048 | 78 |
| o2111ai_1 | 10 | 0.11 |
| o221ai_1 | 7 | 0.077 |
| buf_2 | 91 | 0.57 |
| a32oi_1 | 168 | 1.9 |
| and3b_1 | 8 | 0.088 |
| nor2b_1 | 7 | 0.055 |
| buf_6 | 7 | 0.099 |
| or4_1 | 17 | 0.16 |
| dfrtp_1 | 16 | 0.51 |
| nor4_1 | 87 | 0.69 |
| nand3b_1 | 9 | 0.085 |
| a22o_1 | 85 | 0.94 |
| a2111oi_0 | 15 | 0.17 |
| a32o_1 | 20 | 0.25 |
| buf_1 | 93 | 0.44 |
| a221o_1 | 8 | 0.10 |
| a21oi_1 | 81 | 0.51 |
| o211ai_1 | 7 | 0.066 |
| and4_1 | 7 | 0.077 |
| nor3_1 | 29 | 0.18 |
| a22oi_1 | 491 | 4.7 |
| o21ai_0 | 30 | 0.19 |
| nand3_1 | 174 | 1.1 |
| xnor2_1 | 8 | 0.088 |
| clkbuf_1 | 177 | 0.84 |
| a31oi_1 | 20 | 0.16 |
| mux2i_1 | 13 | 0.16 |
| nor2_1 | 419 | 2.0 |
registers in the layout (all words and copies together) (netlist names):
signal	flops
Dataout	8
stack_pointer	8
stack_sram.datamem	2048
stack_sram.Dataout	8
how the worst min path moves through the flow:
stage | from | endpoint | slack (ns)
after CTS | Dataout[7] | Dataout[7] | 0.55
after global routing | Dataout[7] | Dataout[7] | 0.58
final | Dataout[0] | Dataout[0] | 0.55
per-stage QoR:
stage / hold WS [ns] / setup slack [ns] / std cells / total power, mW
after global placement: 0.540 / 1.29 / 7160 / 21.2
after floorplan: 0.479 / 1.49 / 4841 / 16.6
after global routing: 0.579 / 1.10 / 7633 / 31.9
after detailed placement: 0.539 / 1.39 / 7165 / 21.2
final: 0.548 / 0.532 / 7688 / 32.4
after CTS: 0.550 / 1.36 / 7540 / 31.0
metal layers:
layer | vias to the layer above | part of all wire, % | track usage [%]
met5 | - | 1.9 | 65.5
met4 | 252 | 14 | 64.3
met3 | 3783 | 22 | 70.1
met2 | 10409 | 36 | 80.5
met1 | 32494 | 26 | 70.3
li1 | 21361 | - | -
cell families after synthesis:
kind of cell / Yosys count / share of synthesized area, %
AND-OR/OR-AND: 1292 / 12.4
XOR/XNOR: 9 / 0.0995
multiplexers: 18 / 0.235
AND/OR/NAND/NOR: 1056 / 6.69
flip-flops: 2072 / 78.4
buffers and inverters: 388 / 2.10
adder cells (fa/ha/maj): 6 / 0.0916
power breakdown:
group	internal, mW	switching (mW)
clock network	5.58	4.65
logic	1.67	7.09
registers	13.1	0.263
final cells by class:
cell class,count,area (µm²),share of cell area (%)
Clock buffer,253,5390,5.80
Sequential cell,2072,62100,66.8
Clock inverter,122,1240,1.33
Tap cell,2058,2570,2.77
Multi-Input combinational cell,2381,15900,17.2
Timing Repair Buffer,650,5300,5.70
Antenna cell,143,358,0.385
Inverter,9,33.8,0.0363
worst register-to-register path, stage by stage, from the launching register on:
cell and delay (ns):
dfstp_2 1.11, nand3b_1 0.22, buf_4 0.39, buf_4 0.60, nor2_2 0.29, buf_4 0.35
a32oi_1 1.27, nand3_1 0.38, nor4_1 0.42, buf_4 0.30, nand4_1 0.24, nor4_1 1.21
o21bai_1 0.11
Power and IR drop assume default switching activity.
